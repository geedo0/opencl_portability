--- ./run.sh ---
#!/bin/bash
# OpenROAD 26Q1-2900-gdf79404cd8, Yosys 0.63+post, stock flow scripts
make -C /OpenROAD-flow-scripts/flow DESIGN_CONFIG=/design/flow/config.mk WORK_HOME=/design/flow/orfs finish
--- ./config.mk ---
export PLATFORM = sky130hd
export DESIGN_NAME = convolution_pipeline
export DESIGN_NICKNAME = convolution_pipeline
export VERILOG_FILES = /design/flow/design.v
export SDC_FILE = /design/flow/constraint.sdc
export NUM_CORES = 4
export LEC_CHECK = 1
export CORE_UTILIZATION = 40
--- ./constraint.sdc ---
current_design convolution_pipeline

set clk_period 16.9
set clk_io_pct 0.2

create_clock -name clk0 -period $clk_period [get_ports {clk}]

set non_clock_inputs [all_inputs -no_clocks]
set_input_delay [expr $clk_period * $clk_io_pct] -clock clk0 $non_clock_inputs
set_output_delay [expr $clk_period * $clk_io_pct] -clock clk0 [all_outputs]
--- ./design.v ---
module convolution_pipeline(
	y_out,
	clk,
	rst,
	x_in,
	w0,
	w1,
	w2,
	w3,
	w4,
	w5,
	w6,
	w7,
	w8
);
parameter length = 4;
output [15:0] y_out;
input clk;
input rst;
input [15:0] x_in;
input [16:0] w0;
input [16:0] w1;
input [16:0] w2;
input [16:0] w3;
input [16:0] w4;
input [16:0] w5;
input [16:0] w6;
input [16:0] w7;
input [16:0] w8;
wire [16:0] x_in_ext;
assign x_in_ext = {1'b0, x_in};
wire [16:0] y0_out;
wire [16:0] y1_out;
wire [16:0] y2_out;
wire [16:0] y3_out;
wire [16:0] y4_out;
wire [16:0] y5_out;
wire [16:0] y6_out;
wire [16:0] y7_out;
wire [16:0] y8_out;
assign y_out = $signed(y8_out) < $signed(17'h0) ? 16'h0 : y8_out[15:0];
wire [16:0] r0_out;
wire [16:0] r1_out;
pipeline_unit p0(
	.y_out(y0_out),
	.clk(clk),
	.rst(rst),
	.x_in(x_in_ext),
	.y_in(17'h0),
	.w_in(w0)
);
pipeline_unit p1(
	.y_out(y1_out),
	.clk(clk),
	.rst(rst),
	.x_in(x_in_ext),
	.y_in(y0_out),
	.w_in(w1)
);
pipeline_unit p2(
	.y_out(y2_out),
	.clk(clk),
	.rst(rst),
	.x_in(x_in_ext),
	.y_in(y1_out),
	.w_in(w2)
);
n_shift_register #(length-3) r0(
	.out(r0_out),
	.clk(clk),
	.rst(rst),
	.in(y2_out)
);
pipeline_unit p3(
	.y_out(y3_out),
	.clk(clk),
	.rst(rst),
	.x_in(x_in_ext),
	.y_in(r0_out),
	.w_in(w3)
);
pipeline_unit p4(
	.y_out(y4_out),
	.clk(clk),
	.rst(rst),
	.x_in(x_in_ext),
	.y_in(y3_out),
	.w_in(w4)
);
pipeline_unit p5(
	.y_out(y5_out),
	.clk(clk),
	.rst(rst),
	.x_in(x_in_ext),
	.y_in(y4_out),
	.w_in(w5)
);
n_shift_register #(length-3) r1(
	.out(r1_out),
	.clk(clk),
	.rst(rst),
	.in(y5_out)
);
pipeline_unit p6(
	.y_out(y6_out),
	.clk(clk),
	.rst(rst),
	.x_in(x_in_ext),
	.y_in(r1_out),
	.w_in(w6)
);
pipeline_unit p7(
	.y_out(y7_out),
	.clk(clk),
	.rst(rst),
	.x_in(x_in_ext),
	.y_in(y6_out),
	.w_in(w7)
);
pipeline_unit p8(
	.y_out(y8_out),
	.clk(clk),
	.rst(rst),
	.x_in(x_in_ext),
	.y_in(y7_out),
	.w_in(w8)
);
endmodule
module n_shift_register
#(parameter n=1)
(
	out,
	clk,
	rst,
	in
);
output [16:0] out;
input clk;
input rst;
input [16:0] in;
reg [16:0] registers [0:n-1];
assign out = registers[n-1];
integer i;
always@(posedge clk or posedge rst) begin
	if(rst) begin
		for(i=0; i<n; i=i+1) begin
			registers[i] <= 0;
		end
	end
	else begin
		for(i=1; i<n; i=i+1) begin
			registers[i] <= registers[i-1];
		end
		registers[0] <= in;
	end
end
endmodule
module pipeline_unit(
	y_out,
	clk,
	rst,
	x_in,
	y_in,
	w_in
);
output reg [16:0] y_out;
input clk;
input rst;
input [16:0] x_in;
input [16:0] y_in;
input [16:0] w_in;
wire [33:0] x_in_ext;
assign x_in_ext = x_in[16] ? {17'h1ffff, x_in} : x_in;
wire [33:0] y_in_ext;
assign y_in_ext = y_in[16] ? {17'h1ffff, y_in} : y_in;
wire [33:0] w_in_ext;
assign w_in_ext = w_in[16] ? {17'h1ffff, w_in} : w_in;
reg [33:0] y_out_ext;
always@(posedge clk or posedge rst) begin
	if(rst) begin
		y_out <= 0;
	end
	else begin
		y_out_ext = y_in_ext + x_in_ext*w_in_ext;
		y_out = $signed(y_out_ext) > $signed(34'h00000ffff) ? 17'h0ffff :
				$signed(y_out_ext) < $signed(34'h3ffff0000) ? 17'h10000 : y_out_ext[16:0];
	end
end
endmodule
==> results_dict.tcl <==
# implementation run metrics
set metrics [dict create \
    synth_cell_type_count 91 \
    result_of_the_run "finished, final reports clean" \
    grt_start_max_net_pins 86 \
    design.die.area_um2 261500 \
    finalCoreUtilization_pct 42.72 \
    rows 186 \
    cts.sinks 187 \
    global_route.overflow_total 0 \
    cap_violations 0 \
    peak_fanout_along_the_critical_path 42 \
    fp.dieH_um 511.4 \
    core-area_um2 257400 \
    boundaryPins 187 \
    worstMarginPinSlew_ps 951.6 \
    clock.fmax_ghz 0.08534 \
    dpl.cell_count 14544 \
    post-route-period-util_pct 69.33 \
    warnings 25 \
    finalSetupTns_ps 0 \
    syn_to_final_growth_pct 5.944 \
    yosys_warnings 3 \
    viasPerCell 4.938 \
    clkTransAtPathRegs_ps 80 \
    die_w_um 511.4 \
    syn_avg_cell_area_um2 9.188 \
    final_layout_size_suffix_gt1_share_pct 2.305 \
    synth-edff-count 0 \
    layout_top_cell "sky130_fd_sc_hd__inv_1" \
    cts_setup_buffers 0 \
    grt_pass1_vias 80313 \
    clock_tree_from_tritoncts "done" \
    fp_util_pct 40.32 \
    yosysSeqAreaShare_pct 4.509 \
    setup_violating_endpoint_count_in_the_final_report 0 \
    antenna_found_initial 36 \
    cts-htree-levels 4 \
    numPortBuffers 186 \
    wl_mm 261.4 \
    synthesis.area_um2 103800 \
    worst-endpoint-arrival_ps 12120 \
    r2r_setup_slack_ps 9980 \
    gpl.final_weighted_congestion 0.9328 \
    cts-root-to-sink-buffers 2 \
    timing.reg2reg.worst_path_depth 20 \
    holdBufCountCts 0 \
    slew-limit-headroom_pct 36.34 \
    area.combinational_um2 86340 \
    netlist_instances 11296 \
    dpl.hpwl_mm 212.1 \
    final-seq-area_um2 4679 \
    fillerInstances 24359 \
    first_pass_iters 6 \
    report.final.hold_viol_count 0 \
    worstSetupEndpointType "flip-flop" \
    route.antenna.remaining_nets 0 \
    critical_path.startpoint_type "primary input" \
    synthArstFlopShare_pct 100.0 \
    ys_cells 11296 \
    grt_pass1_wl_mm 436.8 \
    crit_type "primary input to flip-flop" \
    layout.cells.non_filler 14588 \
    slew_viol_final 0 \
    worst_r2r_end "p7.y_out[10]$_DFF_PP0_" \
    min_path_type "flip-flop to flip-flop" \
    fin_worst_hold_slack_ps 350.8 \
    synth-main-ff-cell "sky130_fd_sc_hd__dfrtp_1" \
    vias 72035 \
    period_needed_ps 11720 \
    crit_path_start "x_in[1]" \
    timing.critical_path.to "p5.y_out[10]$_DFF_PP0_" \
    rr_startpoint "p6.y_out[16]$_DFF_PP0_" \
    fin_worst_skew_ps 17.94 \
    numSynthFlops 187 \
    cts_resized 0 \
    groute.usage.overall_pct 22.52 \
    clk_latency_late_pin_ps 540 \
    clock-root-buffer "sky130_fd_sc_hd__clkbuf_16" \
    cts_buffers 17 \
    grt_setup_unrepaired "false" \
    drt_iter0_markers 2887 \
    worst_ep_required_time_ps 17310 \
    routed_wire_length_per_instance_um 17.92 \
    synth.yosys.chip_area_um2 103800 \
    drcViolationCount 0 \
    mostFrequentLayoutCells "sky130_fd_sc_hd__inv_1 (2912), sky130_fd_sc_hd__fa_1 (2698), sky130_fd_sc_hd__nand2_1 (1438), sky130_fd_sc_hd__and2_1 (1200), sky130_fd_sc_hd__ha_1 (627)" \
]
worst min-delay path by stage:
stage	slack, ps	endpoint	depth (start not counted)	from
4_1_cts	350	r1.registers[0][10]$_DFF_PP0_	0	p5.y_out[10]$_DFF_PP0_
5_1_grt	360	r1.registers[0][7]$_DFF_PP0_	0	p5.y_out[7]$_DFF_PP0_
6_report	350	r1.registers[0][3]$_DFF_PP0_	0	p5.y_out[3]$_DFF_PP0_
kinds of logic after synthesis:
logic type               count (synthesis)  share of synthesized area, %
AND/OR/NAND/NOR                       3097                         14.88
buffers and inverters                 3398                         12.31
flip-flops                             187                         4.509
multiplexers                             9                       0.08681
XOR/XNOR                               323                         2.726
adder cells (fa/ha/maj)               3325                         59.60
AND-OR/OR-AND                          957                         5.888
final cells by class:
cell class	count	area share, %
inverter	2913	9.951
sequential	187	4.256
tap	3384	3.851
clock buffer	17	0.3869
antenna	12	0.02731
clock inverter	15	0.1525
multi-input combinational	7711	78.53
timing repair buffer	349	2.847
layer usage:
metal	GRT usage [%]	vias to the layer above	wire, um
li1	-	32631	-
met1	31.54	36545	106400
met2	34.60	2575	123000
met3	9.679	264	26600
met4	3.416	20	5221
met5	0.2192	-	135
stage by stage:
stage | setup slack [ps] | area [um2]
4_1_cts | 5284 | 109900
5_1_grt | 4760 | 109900
2_1_floorplan | 6173 | 103800
6_report | 5183 | 110000
3_3_place_gp | 4766 | 109300
3_5_place_dp | 4734 | 109300
flip-flops by register name, summed over array words and instances (netlist names):
register,count
r0.registers,17
p8.y_out,17
p2.y_out,17
p1.y_out,17
p4.y_out,17
p6.y_out,17
p5.y_out,17
p3.y_out,17
p7.y_out,17
p0.y_out,17
r1.registers,17
critical path: stages:
cell and delay, ps:
sky130_fd_sc_hd__buf_6 340, sky130_fd_sc_hd__buf_4 570, sky130_fd_sc_hd__buf_4 620, sky130_fd_sc_hd__nand2_1 190, sky130_fd_sc_hd__inv_1 150, sky130_fd_sc_hd__fa_1 490, sky130_fd_sc_hd__inv_1 210, sky130_fd_sc_hd__fa_1 410
sky130_fd_sc_hd__inv_1 320, sky130_fd_sc_hd__fa_1 520, sky130_fd_sc_hd__fa_1 560, sky130_fd_sc_hd__fa_1 420, sky130_fd_sc_hd__fa_1 440, sky130_fd_sc_hd__ha_1 400, sky130_fd_sc_hd__and2_1 210, sky130_fd_sc_hd__o21a_1 170
sky130_fd_sc_hd__nor2b_1 100, sky130_fd_sc_hd__a2111oi_0 790, sky130_fd_sc_hd__o2111ai_1 260, sky130_fd_sc_hd__a21boi_0 310, sky130_fd_sc_hd__o21a_1 160, sky130_fd_sc_hd__nor2_1 40, sky130_fd_sc_hd__xnor2_1 180, sky130_fd_sc_hd__a41oi_1 360
sky130_fd_sc_hd__buf_4 290, sky130_fd_sc_hd__o21ai_0 130
Yosys cell counts, types with 9 or more instances:
master	count	share of area (%)
sky130_fd_sc_hd__nand2_1	1438	5.2
sky130_fd_sc_hd__a211oi_1	38	0.27
sky130_fd_sc_hd__a21o_1	130	0.94
sky130_fd_sc_hd__nor4_1	19	0.11
sky130_fd_sc_hd__a31oi_1	30	0.18
sky130_fd_sc_hd__o21bai_1	32	0.23
sky130_fd_sc_hd__xnor2_1	212	1.8
sky130_fd_sc_hd__clkbuf_1	476	1.7
sky130_fd_sc_hd__o21ai_0	225	1.1
sky130_fd_sc_hd__o211ai_1	28	0.20
sky130_fd_sc_hd__mux2i_1	9	0.087
sky130_fd_sc_hd__o31a_1	9	0.076
sky130_fd_sc_hd__nor3_1	40	0.19
sky130_fd_sc_hd__nand4_1	42	0.25
sky130_fd_sc_hd__o31ai_1	16	0.12
sky130_fd_sc_hd__nand3_1	52	0.25
sky130_fd_sc_hd__inv_1	2913	11
sky130_fd_sc_hd__ha_1	627	7.6
sky130_fd_sc_hd__a21boi_0	10	0.072
sky130_fd_sc_hd__and3_1	25	0.15
sky130_fd_sc_hd__nor2b_1	39	0.24
sky130_fd_sc_hd__dfrtp_1	187	4.5
sky130_fd_sc_hd__or3_1	16	0.096
sky130_fd_sc_hd__or2_2	11	0.066
sky130_fd_sc_hd__and2_1	1200	7.2
sky130_fd_sc_hd__and4_1	9	0.076
sky130_fd_sc_hd__fa_1	2698	52
sky130_fd_sc_hd__a31o_2	9	0.076
sky130_fd_sc_hd__nor2_1	132	0.48
sky130_fd_sc_hd__a21oi_1	267	1.3
sky130_fd_sc_hd__o21a_1	48	0.35
sky130_fd_sc_hd__nand2b_1	38	0.23
sky130_fd_sc_hd__xor2_1	111	0.94
